==> /design/flow/design.v <==
`timescale 1ns / 1ps
module RegisterFile(
	input clk,
	input rst,
	input [4:0]a1,
	input [4:0]a2,
	input [4:0]a3,
	input [31:0]wd,
	input we,
	output [31:0]rd1,
	output [31:0]rd2
	);
reg [31:0]r[31:0];
assign rd1=r[a1];
assign rd2=r[a2];
integer i;
always@(posedge clk or negedge rst)
begin
	if(~rst)
	begin
		for(i=0;i<32;i=i+1)
			r[i]<=0;
	end
	else if(we)
		r[a3]<=wd;
end
endmodule
==> /design/flow/run.sh <==
#!/bin/bash
# OpenROAD 26Q1-2900-gdf79404cd8, Yosys 0.63+post, stock flow scripts
make -C /OpenROAD-flow-scripts/flow DESIGN_CONFIG=/design/flow/config.mk WORK_HOME=/design/flow/orfs finish
==> /design/flow/config.mk <==
export PLATFORM = sky130hd
export DESIGN_NAME = RegisterFile
export DESIGN_NICKNAME = RegisterFile
export VERILOG_FILES = /design/flow/design.v
export SDC_FILE = /design/flow/constraint.sdc
export NUM_CORES = 4
export LEC_CHECK = 1
export CORE_UTILIZATION = 40
==> /design/flow/constraint.sdc <==
current_design RegisterFile

set clk_period 9.3
set clk_io_pct 0.2

create_clock -name clk0 -period $clk_period [get_ports {clk}]

set non_clock_inputs [all_inputs -no_clocks]
set_input_delay [expr $clk_period * $clk_io_pct] -clock clk0 $non_clock_inputs
set_output_delay [expr $clk_period * $clk_io_pct] -clock clk0 [all_outputs]
==> results.json <==
{
  "status": "finished with violations",
  "failed_checks": "max-capacitance violations, max-slew violations",
  "drt-wirelength-per-cell_um": 45.07,
  "io_pins": 114,
  "worstHoldPathCells": 1,
  "grt.total_usage_pct": 44.84,
  "common_cells": "1,052 x mux2_2, 1,024 x dfrtp_1, 692 x a22oi_1",
  "die_h_um": 362.4,
  "grt_max_degree": 124,
  "cpPeakStageDelay_ns": 1.04,
  "vias": 46258,
  "worstHoldPathType": "reg -> reg",
  "ir_worst_vdd_mv": 0.1936,
  "setup_viol": 0,
  "drive_above_1_share_pct": 35.68,
  "holdBufCountCts": 0,
  "start_kind": "input port",
  "ys.flops": 1024,
  "syn_area_um2": 51950,
  "power.internal_uw": 9165,
  "syn_avg_cell_area_um2": 11.82,
  "design_area_um2": 59920,
  "largest_reg_flops": 1024,
  "h-tree-depth": 3,
  "edf_count": 0,
  "endpoint_kind": "output port",
  "syn2layout_area_growth_pct": 15.34,
  "path_max_fanout": 19,
  "critPathSlowestCell": "nand2b_1",
  "ys_seq_share_pct": 49.33,
  "antenna_found_initial": 24,
  "dr.pass1.iters": 9,
  "chipArea_um2": 131300,
  "period_used_pct": 90.47,
  "switching_power_uw": 3909,
  "drt_first_iter_violations": 6122,
  "cts_buffers": 113,
  "fin_crit_ns": 8.413,
  "vias_per_cell": 7.334,
  "r2r_slack_ns": 8.39,
  "clk_path_buf_depth": 3,
  "synthArstFlopShare_pct": 100.0,
  "most_common_cell": "mux2_2",
  "synth-main-ff-cell": "dfrtp_1",
  "yosysWarnings": 2,
  "ys_area_um2": 51950,
  "grt_pass1_vias": 45107,
  "p_leak_uw": 0.02575,
  "cts_resized": 0,
  "place_area_um2": 55930,
  "min_from": "r[6][22]$_DFFE_PN0P_",
  "maxSlewHeadroom_pct": -10.02,
  "reg_top3": "r (1024)",
  "powerDensity_nw_per_um2": 218.2,
  "netlist_instances": 4394,
  "crit_type": "in -> out",
  "r2r_end": "r[20][11]$_DFFE_PN0P_",
  "wl_um": 284300,
  "cts.sinks": 1024,
  "grt_overflow": 0,
  "hpwlAfterDp_um": 178600,
  "clk_latency_ns": 0.78,
  "drc": 0,
  "pwr-share-comb_pct": 14.9,
  "grt_pass1_wl_um": 384700,
  "cts_tree": "done",
  "cp_common_cell": "buf_4",
  "worstPathArrival_ns": 6.55,
  "topCellsByArea": "dfrtp_1 49%, mux2_2 23%, a22oi_1 10%",
  "numPortBuffers": 113,
  "critical_path.cell_chain": "buf_2 -> nand2b_1 -> buf_4 -> nor2_4 -> buf_4 -> a22o_1 -> a221oi_1 -> o21ai_0 -> o32a_1 -> clkdlybuf4s50_1",
  "rsz0062_at_grt": "false",
  "root_buffer": "clkbuf_16",
  "ys_cells": 4394,
  "fp-row-count": 131,
  "worstReg2RegStart": "r[20][11]$_DFFE_PN0P_",
  "pwr-share-seq_pct": 47.9,
  "fin_setup_tns_ns": 0,
  "critical_path_required_ns": 7.44,
  "max_cap_viol_count": 1,
  "drv_slew": 4,
  "switching_share_pct": 29.90,
  "worst_pin_slew_ns": 1.638,
  "clkPwrFrac_pct": 37.1,
  "largest-register": "r",
  "clk_pin_slew_ns": 0.06,
  "warning_count": 38,
  "cts_setup_buffers": 0,
  "yosys.area.top_type": "dfrtp_1",
  "whs_endpoint": "r[6][22]$_DFFE_PN0P_",
  "skew_ns": 0,
  "fp_util_pct": 40.53,
  "ff2ff_path_depth": 1,
  "synth_cell_types": 70,
  "hold_violations": 0,
  "die_x_um": 362.4,
  "top_cell_area_share_pct": 49.33,
  "gp_congestion": 1.117,
  "fillers": 11624,
  "fmax_mhz": 118.9,
  "core_um2": 128200,
  "antenna_left": 0
}
cells in the final DEF, fill, tap and decap left out, types with 15 or more instances in the layout:
| master | netlist | final |
|---|---|---|
| a2111oi_0 | 17 | 17 |
| a21oi_1 | 79 | 79 |
| a221oi_1 | 40 | 40 |
| a222oi_1 | 24 | 24 |
| a22o_1 | 54 | 54 |
| a22oi_1 | 692 | 692 |
| a31oi_1 | 27 | 27 |
| a32oi_1 | 23 | 23 |
| buf_4 | 32 | 258 |
| bufinv_16 | 0 | 15 |
| clkbuf_1 | 173 | 22 |
| clkbuf_16 | 0 | 114 |
| clkbuf_8 | 0 | 22 |
| clkdlybuf4s50_1 | 0 | 102 |
| dfrtp_1 | 1024 | 1024 |
| diode_2 | 0 | 26 |
| mux2_2 | 1052 | 1052 |
| mux2i_1 | 61 | 61 |
| nand2_1 | 211 | 200 |
| nand2b_1 | 17 | 15 |
| nand3_1 | 44 | 44 |
| nand4_1 | 93 | 93 |
| nor2_1 | 174 | 129 |
| nor2_4 | 3 | 62 |
| nor2b_1 | 19 | 17 |
| nor3_1 | 58 | 54 |
| nor4_1 | 27 | 25 |
| o21ai_0 | 30 | 30 |
| o32a_1 | 16 | 16 |
power by group through the flow:
stage     clock (uW)  sequential, uW  combinational [uW]
4_1_cts         4870            6210                1910
6_report        4860            6270                1950
5_1_grt         5030            6330                2050
cell families after synthesis:
| kind of cell | Yosys count | share of synthesized area [%] |
|---|---|---|
| muxes | 1117 | 24.15 |
| AOI/OAI and AO/OA | 1074 | 15.53 |
| DFF | 1024 | 49.33 |
| and+or+nand+nor | 748 | 7.187 |
| buffers and inverters | 431 | 3.806 |
through the flow:
stage          power [uW]  std cells  worst slack (ns)  hold slack [ns]  utilization [%]
3_3_place_gp         8143       6077             1.190           0.5102            43.63
4_1_cts             12980       6281             1.240           0.5286            46.70
6_report            13070       6307            0.8865           0.5320            46.75
5_1_grt             13410       6285             1.164           0.5411            46.70
2_1_floorplan        7055       4394             4.045           0.4934                -
3_5_place_dp         8170       6077             1.267           0.5129            43.63
final cells by class:
class	instances	area, um^2	area share [%]
multi-input combinational	2939	24870	41.51
clock inverter	46	688.2	1.149
inverter	3	11.26	0.01879
sequential	1024	25620	42.77
timing repair buffer	382	3258	5.438
antenna	26	65.06	0.1086
tap	1729	2163	3.610
clock buffer	158	3238	5.404
metal layers:
metal	global-route usage (%)	part of all wire [%]	up-vias
met2	57.79	39	4405
li1	-	-	17092
met1	55.20	34	23099
met3	28.91	17	1630
met4	29.46	9.3	32
met5	1.776	0.16	-
worst max-delay path, delay by kind of cell:
kind / cells / cell delay (ns)
AND/OR/NAND/NOR: 2 / 1.20
AND-OR/OR-AND: 4 / 1.67
buffers and inverters: 4 / 1.75
worst max-delay path by stage:
stage / start / to
CTS: a2[3] / rd2[29]
finish: a2[4] / rd2[29]
global route: a2[4] / rd2[29]
Power figures rest on the tool's default switching activity, not on a simulated workload.
