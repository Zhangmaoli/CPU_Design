--- design/flow/run.sh ---
#!/bin/bash
# OpenROAD 26Q1-2900-gdf79404cd8, Yosys 0.63+post, stock flow scripts
make -C /OpenROAD-flow-scripts/flow DESIGN_CONFIG=/design/flow/config.mk WORK_HOME=/design/flow/orfs finish
--- design/flow/config.mk ---
export PLATFORM = sky130hd
export DESIGN_NAME = regfile
export DESIGN_NICKNAME = regfile
export VERILOG_FILES = /design/flow/design.v
export SDC_FILE = /design/flow/constraint.sdc
export NUM_CORES = 4
export LEC_CHECK = 1
export CORE_UTILIZATION = 50
--- design/flow/constraint.sdc ---
current_design regfile

set clk_period 9.3
set clk_io_pct 0.2

create_clock -name clk0 -period $clk_period [get_ports {clk}]

set non_clock_inputs [all_inputs -no_clocks]
set_input_delay [expr $clk_period * $clk_io_pct] -clock clk0 $non_clock_inputs
set_output_delay [expr $clk_period * $clk_io_pct] -clock clk0 [all_outputs]
--- design/flow/design.v ---
`timescale 1ns / 1ps
module regfile(
	input clk,
	input rst,
	input [4:0]a1,
	input [4:0]a2,
	input [4:0]a3,
	input [31:0]wd,
	input we,
	output [31:0]rd1,
	output [31:0]rd2
	);
reg [31:0]r[31:0];
assign rd1=r[a1];
assign rd2=r[a2];
integer i;
always@(posedge clk or negedge rst)
begin
	if(~rst)
	begin
		for(i=0;i<32;i=i+1)
			r[i]<=0;
	end
	else if(we)
		r[a3]<=wd;
end
endmodule
==> results.toml <==
# yosys + openroad results
[synthesis]
yosys.cell_types.count = 70
synthTopCellsByArea = "dfrtp_1 (49%), mux2_2 (23%), a22oi_1 (10%), buf_2 (1.7%), nand2_1 (1.5%)"
yosysChipArea_mm2 = 0.05195
yosys_most_used_dff = "dfrtp_1"
edf_count = 0
synthAdderAreaFrac = 0
xor_share = 0
logic_family = "multiplexers"
synth_area_leader_cell = "dfrtp_1"
top_cells_by_count = "mux2_2 (1052), dfrtp_1 (1024), a22oi_1 (692), nand2_1 (211), nor2_1 (174)"
avgSynthCellArea_um2 = 11.82
top_cell = "mux2_2"
ys_warn_count = 2
syn_area_mm2 = 0.05195
ys_sh_aoi = 0.1553
postSynthSeqShare = 0.4933
ys_sh_simple = 0.07187
synthCells = 4394
async_flop_share = 1.000
synth.top_cell.area_share = 0.4933
ys_sh_mux = 0.2415
ys_cells = 4394
synth-seq-cells = 1024

[layout]
comb_area_mm2 = 0.02488
drive_gt1_frac = 0.3577
area_growth_pct = 14.28
largest_reg_flops = 1024
reg_top3 = "r: 1024 flops"
final-instance-count-excl-fill = 5953
seq_area_mm2 = 0.02562
regMostFlops = "r"
fill_cells = 8348

[clocking]
cts-root-buf = "clkbuf_16"
postCtsSetupBuffers = 0
path_clk_slew_ns = 0.06
clock_path_buffers = 3
cts_made_buffers = 109
insertion_delay_ns = 0.73
cts_tree = "built"
cts_num_sinks = 1024
ctsHtreeMaxLevel = 3
cts-resized-gates = 0
ctsHoldBuffers = 0

[setup_path]
arrival_ns = 7.34
cp.required_ns = 7.44
rr_worst_depth = 1
worstPathMaxFanout = 29
end_kind = "output port"
rr_startpoint = "r[16][0]"
path_cells = "buf_2 -> buf_4 -> nand2b_1 -> buf_4 -> nor2_4 -> buf_4 -> a22o_1 -> a221oi_1 -> o21ai_0 -> o32a_1 -> clkdlybuf4s50_1"
crit_type = "in -> out"
reg2reg_slack_ns = 8.26
crit_top_cell = "buf_4"
crit_slowest_cell = "a221oi_1"
timing.rr.end = "r[16][0]"
critPathMaxStageDelay_ns = 1.01
cp-start-kind = "input port"

[power_and_ir_drop]
leakage_uw = 0.02571
p_total_uw = 12820
power.density_mw_per_mm2 = 216.0
vdd_drop_max_mv = 0.1774

[run]
drv_cap = 0
warnings = 54

[floorplan]
die_y_um = 324.3
core-area_mm2 = 0.1023
die-area_mm2 = 0.1052
io_pins = 114
std_cell_rows = 117
die_w_um = 324.3
initCoreUtil = 0.5077

[hold_path]
hold_path_class = "reg -> reg"
whs_path_depth = 1
worstHoldStart = "r[2][31]"
whs_endpoint = "r[2][31]"

[routing]
vias_per_cell = 7.793
first_iter_violations = 6322
wl_per_cell_um = 48.25
routed_wl_mm = 287.2
drc = 0
drt_first_pass_iters = 9
drtAntennaViolNets = 0
vias = 46390

[place]
numPortBuffers = 113
hpwl_mm = 179.3
place_congestion = 1.091
dp_cells = 5711

[global_route]
antenna_found_initial = 23
grt_overflow = 0
grt_max_degree = 119
grt_pass1_wl_mm = 388.4
grt_use_total = 0.5724
grt_pass1_vias = 45520

[timing]
setup_viol = 0
whs_ns = 0.5329
min_period_ns = 9.202
slew_violations = 0
fin_setup_tns_ns = 0
slew_headroom = 0.1255
worst_pin_slew_ns = 1.312
hold_violations = 0
fin_crit_sh = 0.9895
rsz0062_at_grt = "no"
clock_skew_ns = 0
max_freq_mhz = 108.7

[status]
status = "completed"
==> final cells by class <==
cell class / instances / share of cell area
multi-input combinational: 2939 / 0.4192
sequential: 1024 / 0.4316
timing repair buffer: 377 / 0.05514
antenna: 37 / 0.001560
clock buffer: 153 / 0.05328
tap: 1368 / 0.02883
inverter: 3 / 0.0001897
clock inverter: 52 / 0.01018
==> metal layers <==
metal / global-route usage / wire [um]
met5: 0.05435 / 1118
met4: 0.3628 / 25810
met3: 0.4014 / 51660
met2: 0.7193 / 111300
met1: 0.7079 / 97370
==> cell families (layout without fill, tap and decap cells) <==
| kind of cell | count (synthesis) | count (layout) |
|---|---|---|
| DFF | 1024 | 1024 |
| buffers and inverters | 431 | 585 |
| AOI/OAI and AO/OA | 1074 | 1074 |
| and+or+nand+nor | 748 | 748 |
| other | 0 | 37 |
| muxes | 1117 | 1117 |
==> how the worst max path moves through the flow <==
stage | from | to | slack, ns | depth (start not counted)
final | a2[4] | rd2[29] | 0.1 | 11
after global routing | a2[4] | rd2[29] | 0.60 | 11
after CTS | a2[4] | rd2[29] | 0.77 | 11
==> metrics by stage <==
step | utilization | setup WS, ns | cell area (um^2)
finish | 0.5801 | 0.09767 | 59360
global route | 0.5793 | 0.5991 | 59280
CTS | 0.5792 | 0.7729 | 59270
detailed placement | 0.5424 | 0.7949 | 55500
global placement | 0.5424 | 0.6695 | 55500
floorplan | - | 4.045 | 51950
==> power by group <==
part	internal (uW)	switching [uW]	leakage, uW
registers	5320	943	0.0131
clock network	2650	1960	0.00186
logic	1010	932	0.0107
==> critical path, delay by kind of cell <==
family	cells	cell delay [ns]
compound gates	4	2.63
buf+inv	5	2.22
simple gates	2	0.44
==> layout by cell type (no fill, tap or decap), drive strengths merged, types with 8 or more instances in the layout <==
cell type	instances
mux2	1052
dfrtp	1024
a22oi	692
buf	275
nand2	213
nor2	194
clkbuf	153
clkdlybuf4s50	102
nand4	93
a21oi	79
nor3	65
mux2i	61
a22o	54
nand3	44
a221oi	40
diode	37
clkinv	32
o21ai	30
a31oi	27
nor4	27
a222oi	24
a32oi	23
nor2b	19
nand2b	18
a2111oi	17
o32a	16
or3	12
and3	11
o22ai	11
bufinv	10
o211ai	9
and2	8
Power and IR drop assume default switching activity.
